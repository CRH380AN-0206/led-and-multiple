File: flow/design.v
module SEG7_LUT(oSEG, iDIG) ;
	input wire[3:0]iDIG;  
	output reg [7:0] oSEG; 
	always@(iDIG) 
	begin 
		case (iDIG) 
			4'h0: oSEG <= 8'b0000_0011; 
			4'h1: oSEG <= 8'b1001_1111; 
			4'h2: oSEG <= 8'b0010_0101; 
			4'h3: oSEG <= 8'b0000_1101; 
			4'h4: oSEG <= 8'b1001_1001; 
			4'h5: oSEG <= 8'b0100_1001; 
			4'h6: oSEG <= 8'b0100_0001; 
			4'h7: oSEG <= 8'b0001_1111; 
			4'h8: oSEG <= 8'b0000_0001; 
			4'h9: oSEG <= 8'b0000_1001; 
			4'ha: oSEG <= 8'b0001_0001; 
			4'hb: oSEG <= 8'b1100_0001; 
			4'hc: oSEG <= 8'b0110_0011; 
			4'hd: oSEG <= 8'b1000_0101; 
			4'he: oSEG <= 8'b0110_0001; 
			4'hf: oSEG <= 8'b0111_0001; 
		endcase
	end
endmodule
module _8bitmultclk(z,x,y,clk,rst_n);
	input [7:0]x,y;
	input clk,rst_n;
	output wire[15:0]z;
	reg [7:0]a,b;
	always@(posedge clk or negedge rst_n)
	begin
		if(!rst_n)
		begin
			a<=0;
			b<=0;
		end
		else
		begin
			a<=x;
			b<=y;
		end
	end
	assign z=x*y;
endmodule
module debounce(opt,ipt,clk,rst_n);
	input ipt;
	input clk,rst_n;
	output opt;
	reg delay0;
	reg delay1;
	reg delay2;
	always@(posedge clk or negedge rst_n)
	begin
		if(~rst_n)
		begin
			delay0<=0;
			delay1<=0;
			delay2<=0;
		end
		else
		begin
			delay0<=ipt;
			delay1<=delay0;
			delay2<=delay1;
		end
	end
	assign opt=delay0&delay1&delay2;
endmodule
module displayhex(clk,seg_leds,seg_nCS,rst_n,number);
	input clk;
	input [23:0]number;
	input rst_n;
	output wire [7:0]seg_leds;
	output reg [5:0]seg_nCS;
	reg [3:0]data;
	reg [5:0]times;
	initial begin 
	data<=0;
	end
	initial begin
	times<=0;
	end
	always @ (posedge clk or negedge rst_n)
	begin
	if(~rst_n)
	begin
		times<=0;
		data<=0;
	end
	else
	begin
		if(times == 0)
		begin
		data <= number[3:0];
		seg_nCS <= 6'b01_11_11;
		times<=1;
		end
		else if(times == 1)
		begin
		data <= number[7:4];
		seg_nCS <= 6'b10_11_11;
		times<=2;
		end
		else if(times == 2)
		begin
		data <= number[11:8];
		seg_nCS <= 6'b11_01_11;
		times<=3;
		end
		else if(times == 3)
		begin
		data <= number[15:12];
		seg_nCS <= 6'b11_10_11;
		times<=4;
		end
		else if(times == 4)
		begin
		data <= number[19:16];
		seg_nCS <= 6'b11_11_01;
		times<=5;
		end
		else if(times == 5)
		begin
		data <= number[23:20];
		seg_nCS <= 6'b11_11_10;
		times<=0;
		end
	end
	end
	SEG7_LUT seg_leds0(seg_leds,data);
endmodule
module frediv(CLK_50M,nCR,CLK_Out);
	parameter N=25; 
	parameter CLK_Freq=50000000; 
	parameter OUT_Freq=1; 
	input nCR,CLK_50M; 
	output reg CLK_Out; 
	reg[N-1:0] Count_DIV; 
	always@(posedge CLK_50M or negedge nCR)
	begin
	if(~nCR) begin 
	CLK_Out<=0;
	Count_DIV<=0;
	end
	else begin
	if(Count_DIV<(CLK_Freq/(2*OUT_Freq)-1)) 
	Count_DIV<=Count_DIV+1'b1; 
	else begin
	Count_DIV<=0; 
	CLK_Out<=~CLK_Out; 
	end
	end
	end
endmodule
module ledshow(en,clk,rst_n,led);
	input en,clk,rst_n;
	output reg [7:0]led;
	reg [7:0]warfarin;
	always @ (posedge clk or negedge rst_n)
	begin
		if(!rst_n)
		begin
			warfarin<=0;
		end
		else if(en==1)
		begin
			if(warfarin==0)
			begin
				led<=8'b1000_0001;
				warfarin<=1;
			end
			else if(warfarin==1)
			begin
				led<=8'b0100_0010;
				warfarin<=2;
			end
			else if(warfarin==2)
			begin
				led<=8'b0010_0100;
				warfarin<=3;
			end
			else if(warfarin==3)
			begin
				led<=8'b0001_1000;
				warfarin<=4;
			end
			else if(warfarin==4)
			begin
				led<=8'b0010_0100;
				warfarin<=5;
			end
			else if(warfarin==5)
			begin
				led<=8'b0100_0010;
				warfarin<=6;
			end
			else if(warfarin==6)
			begin
				led<=8'b1000_0001;
				warfarin<=7;
			end
			else if(warfarin==7)
			begin
				led<=8'b0000_0000;
				warfarin<=0;
			end
		end
		else if(en==0)
		begin
			led<=8'b0000_0000;
		end
	end
endmodule
module main(rst_n,clk,keys,leds,seg_nCS,seg_leds);
	input rst_n;	 
	input clk;	 
	input [7:0]keys; 
	output wire  [7:0]leds; 
	output wire [5:0]seg_nCS; 
	output wire [7:0]seg_leds; 
	wire krst,key1, key2, key3, key4, key5, key6, key7; 
	wire fre1k,fre10,fre2,fre100; 
	reg [23:0]number; 
	reg [2:0]crtsta,nxtsta,nktsta; 
	reg [2:0]rststa=3'b000,dpysta=3'b001,mulsta=3'b010,mdpsta=3'b011,atosta=3'b100,adpsta=3'b101;
	reg [7:0]in1,in2,atoin1,atoin2,atoin3,atoin4;
	wire [15:0]out,atoout; 
	reg en; 
	reg flag1=0,flag2=0,flag3=0,flag4=0,flag5=0; 
	reg [7:0]hung,melantha; 
	reg [9:0]folinic; 
	defparam exusiai.N=15;
	defparam exusiai.CLK_Freq=50000000;
	defparam exusiai.OUT_Freq=1000;
	frediv exusiai(.CLK_50M(clk),.nCR(rst_n),.CLK_Out(fre1k));
	defparam platinum.N=20;
	defparam platinum.CLK_Freq=50000000;
	defparam platinum.OUT_Freq=100;
	frediv platinum(.CLK_50M(clk),.nCR(rst_n),.CLK_Out(fre100));
	defparam texas.N=24;
	defparam texas.CLK_Freq=50000000;
	defparam texas.OUT_Freq=10;
	frediv texas(.CLK_50M(clk),.nCR(rst_n),.CLK_Out(fre10));
	defparam cuora.N=26;
	defparam cuora.CLK_Freq=50000000;
	defparam cuora.OUT_Freq=2;
	frediv cuora(.CLK_50M(clk),.nCR(rst_n),.CLK_Out(fre2));
	debounce k1(krst,keys[0],fre100,rst_n);
	debounce k2(key1,keys[1],fre100,rst_n);
	debounce k3(key2,keys[2],fre100,rst_n);
	debounce k4(key3,keys[3],fre100,rst_n);
	debounce k5(key4,keys[4],fre100,rst_n);
	debounce k6(key5,keys[5],fre100,rst_n);
	debounce k7(key6,keys[6],fre100,rst_n);
	debounce k8(key7,keys[7],fre100,rst_n);
	always@(posedge fre1k or negedge krst)
		if(!krst)
			crtsta<=rststa;
		else if(!key1||!key2||!key3||!key4)
			crtsta<=nxtsta;
		else if(!key5||folinic) 
			crtsta<=nktsta;
	always@(posedge fre1k or negedge krst)
	begin
		if(!krst)
		begin
			in1<=0;
			in2<=0;
			nxtsta<=rststa;
		end
		else 
		begin
			if(!key1)
			begin
				flag1<=1;
				if(!flag1)
				begin
					if(crtsta==rststa)
						nxtsta<=dpysta;
					else
						nxtsta<=rststa;
				end
			end
			else 
			begin
				flag1<=0;
			end
			if(!key2)
			begin
				flag2<=1;
				if(!flag2)
				begin
					if(crtsta==mulsta)
					in1<=in1+1; 
					nxtsta<=mdpsta;
				end
				else 
					nxtsta<=mulsta;
			end
			else
			begin
				flag2<=0;
			end
			if(!key3)
			begin
				flag3<=1;
				if(!flag3)
				begin
					if(crtsta==mulsta)
					in2<=in2+1; 
					hung<=4'h00;
					nxtsta<=mdpsta;
				end
				else 
					nxtsta<=mulsta;
			end
			else
			begin
				flag3<=0;
			end
			if(!key4) 
			begin
				flag4<=1;
				if(!flag4)
				begin
					if(crtsta==mdpsta)
					begin
						nxtsta<=atosta;
					end
					else
						nxtsta<=mdpsta;
				end
			end
			else
			begin
				flag4<=0;
			end
		end
	end
	always@(posedge fre2 or negedge key7)
	begin
		if(!key7)
		begin
			atoin1<=1;
			atoin2<=2;
			nktsta<=atosta;
			folinic<=0;
		end
		else
		begin
			if(key5) 
			begin
				if(crtsta==atosta)
				begin
					atoin3<=atoin1;
					atoin4<=atoin2;
					atoin1<=atoin1+1;
					atoin2<=atoin2+1; 
					melantha<=4'h00;
					folinic<=1; 
					nktsta<=adpsta;
				end
				else
					nktsta<=atosta;
			end
			if(!key5) 
			begin
				flag5<=1;
				if(!flag5)
				begin
					if(crtsta==atosta||crtsta==adpsta)
					begin
						nktsta<=dpysta;
						folinic<=0;
					end
					else
						nktsta<=rststa;
				end
			end
			else
			begin
				flag5<=0;
			end
		end
	end
	_8bitmultclk poca(out,in1,in2,fre10,krst);
	_8bitmultclk beagle(atoout,atoin3,atoin4,fre10,key7);
	always@(*)
	begin
		if(crtsta==dpysta)
		begin
			number<=24'h332002;
			en<=1;
		end
		else if(crtsta==mulsta)
		begin
			number<={in1,in2,hung};
			en<=0;
		end
		else if(crtsta==mdpsta)
		begin
			number<=out;
			en<=0;
		end
		else if(crtsta==atosta)
		begin
			number<={atoin1,atoin2,melantha};
			en<=0;
		end
		else if(crtsta==adpsta)
		begin
			number<=atoout;
		end
	end
	ledshow slience(en,fre10,krst,leds);
	displayhex magallan(fre1k,seg_leds,seg_nCS,krst,number);
endmodule
File: flow/config.mk
export PLATFORM = sky130hd
export DESIGN_NAME = main
export DESIGN_NICKNAME = main
export VERILOG_FILES = /design/flow/design.v
export SDC_FILE = /design/flow/constraint.sdc
export NUM_CORES = 4
export LEC_CHECK = 1
export CORE_UTILIZATION = 30
File: flow/constraint.sdc
current_design main

set clk_period 4.4
set clk_io_pct 0.2

create_clock -name clk0 -period $clk_period [get_ports {clk}]

set non_clock_inputs [all_inputs -no_clocks]
set_input_delay [expr $clk_period * $clk_io_pct] -clock clk0 $non_clock_inputs
set_output_delay [expr $clk_period * $clk_io_pct] -clock clk0 [all_outputs]
File: flow/run.sh
#!/bin/bash
# OpenROAD 26Q1-2900-gdf79404cd8, Yosys 0.63+post, stock flow scripts
make -C /OpenROAD-flow-scripts/flow DESIGN_CONFIG=/design/flow/config.mk WORK_HOME=/design/flow/orfs finish
==> metrics.log <==
[flow] final metrics
[metrics] half-perimeter wire length after placement: between 15 and 20 mm
[metrics] top area contributor share: between 30% and 40%
[metrics] post-synthesis chip area from yosys: 14000 um2
[metrics] total of max-cap violations: 0
[metrics] layout cell share with drive strength beyond 1: 4.30%
[metrics] cell-internal power: about 1700 uW
[metrics] area overhead of the layout relative to synthesis: 8.40%
[metrics] global-route congestion overflow total: 0
[metrics] antenna violations before repair: 0
[metrics] Die X-Extent: ~220 um
[metrics] post-synthesis instance total: approximately 1.4k
[metrics] type of the worst setup path: flip-flop to flip-flop
[metrics] Syn Std Cell Area: around 14000 um2
[metrics] count of warnings emitted by yosys: 10
[metrics] TritonCTS clock tree: built
[metrics] CTS H-tree depth: 3
[metrics] Arrival @ worst endpoint: 2.41 ns
[metrics] clock network fraction of design power: 33.5%
[metrics] wire length of the first global-routing pass: 46.1 mm
[metrics] number of gates resized after CTS: 0
[metrics] proportion of power drawn by combinational gates: about 6.4%
[metrics] number of enable-type register cells in the synthesized netlist: 31
[metrics] sequential power share: approximately three fifths
[metrics] endpoints left unconstrained: 195
[metrics] library cell with the largest summed area after synthesis: sky130_fd_sc_hd__dfrtp_1
[metrics] detailed-router iteration count before antenna repair: 7
[metrics] Setup crit end kind: flip-flop
[metrics] Area contributors post-synth: sky130_fd_sc_hd__dfrtp_1, sky130_fd_sc_hd__fa_1, sky130_fd_sc_hd__ha_1
[metrics] 1st-iter DRT viols: 562
[metrics] Post-synth top flop: sky130_fd_sc_hd__dfrtp_1
[metrics] count of endpoints failing hold in the final timing report: 0
[metrics] worst hold path type: flip-flop to flip-flop
[metrics] final-report setup violation count: 0
[metrics] core utilization at floorplan: 30.7%
[metrics] io pins: 32
[metrics] vias post-DR: 9379
[metrics] maximum fanout along the worst path: 19
[metrics] Worst-path clk slew: 0.06 ns
[metrics] kind of start point of the critical path: flip-flop
[metrics] drt via density: 4.65
[metrics] Post-DP Area: 14900 um2
[metrics] max-slew violation count: 0
[metrics] Static Leakage: 0.00696 uW
[metrics] Achievable Freq: 454 MHz
[metrics] residual antenna-violating net count after detailed routing: 0
[metrics] Max Clock Skew: 0.00876 ns
[metrics] number of storage elements in the synthesis netlist: 232
[metrics] final routed DRC violation total: 0
[metrics] slew at the pin with the worst max-slew slack: 0.880 ns
[metrics] count of cell types in the netlist: between 70 and 80
[metrics] Final Total Pwr: 2130 uW
[metrics] overall die area: 47700 um2
[metrics] number of buffers added for setup after CTS: 0
[metrics] total negative slack for setup checks: 0 ns
[metrics] weighted congestion reported at the end of routability-driven placement: roughly 0.9
[metrics] aggregate global-route resource usage: 12.1%
[metrics] aggregate routed wire length: 26.4 mm
[metrics] post-route minimum period: about 2.2 ns
[metrics] tally of OpenROAD warnings: 31
[metrics] largest net degree at the start of global routing: 47
[metrics] number of cell rows: ~80
[metrics] Clock Root Buffer: sky130_fd_sc_hd__clkbuf_16
[metrics] Slew headroom: 40.9%
[metrics] maximum buffer depth of the clock tree: 2
[metrics] # diodes: 0
[metrics] register pins left without a clock: ~140
[metrics] final-layout worst hold slack: 0.471 ns
[metrics] Sw Pwr: approximately 470 uW
[metrics] CTS buffer count: 9
[metrics] data required time at the worst endpoint: 4.61 ns
[metrics] count of buffers inserted at the top-level ports: 29
[metrics] Mapped Avg Cell Area: between 9 and 10 um2
[metrics] drt wl/cell: 13.1 um
[metrics] final period utilization: between 50 and 60%
[metrics] post-route design area: 15200 um2
[metrics] run status: finished clean
[metrics] vias in the first global route: 9316
[metrics] cell count in the Yosys report: 1408
[metrics] core area: between 40000 and 50000 um2
[metrics] total power per unit cell area: 140 nW/um2
[metrics] Post-CTS Hold Fix Bufs: 0
[metrics] switching part of the total power: 22.1%
[metrics] Worst IR Drop VDD: 0.210 mV
[metrics] Late-Pin Clk Latency: 0.34 ns
[metrics] die boundary height: approximately 220 um
[metrics] fraction of registers with async set/reset: 75.9%
[metrics] setup repair after global routing missed its margin: false
-- per-stage QoR --
stage / util [%] / instances / setup WS, ns
2_1_floorplan: - / 1413 / 2.59
3_3_place_gp: 32.6 / 2001 / 2.21
3_5_place_dp: 32.6 / 2001 / 2.21
4_1_cts: 33.3 / 2017 / 2.19
5_1_grt: 33.3 / 2017 / 2.08
6_report: 33.3 / 2017 / 2.20
-- power by group through the flow --
stage                 clock network [uW]  logic (uW)  registers [uW]
final                                714         136            1280
after global routing                 766         159            1290
after CTS                            735         143            1280
-- synthesized netlist by cell type, types with 6 or more instances --
library cell,number
sky130_fd_sc_hd__nand4_1,19
sky130_fd_sc_hd__inv_1,120
sky130_fd_sc_hd__a22oi_1,10
sky130_fd_sc_hd__dfrtp_1,172
sky130_fd_sc_hd__xor2_1,55
sky130_fd_sc_hd__fa_1,72
sky130_fd_sc_hd__o221ai_1,6
sky130_fd_sc_hd__dlxtn_1,25
sky130_fd_sc_hd__buf_2,7
sky130_fd_sc_hd__nand3_1,45
sky130_fd_sc_hd__o21ai_0,40
sky130_fd_sc_hd__clkbuf_1,34
sky130_fd_sc_hd__xnor2_1,59
sky130_fd_sc_hd__mux2_2,13
sky130_fd_sc_hd__or3_1,7
sky130_fd_sc_hd__ha_1,86
sky130_fd_sc_hd__mux2i_1,19
sky130_fd_sc_hd__nor2_1,140
sky130_fd_sc_hd__a21oi_1,54
sky130_fd_sc_hd__nand2_1,115
sky130_fd_sc_hd__and4_1,6
sky130_fd_sc_hd__a21o_1,9
sky130_fd_sc_hd__and3_1,24
sky130_fd_sc_hd__nor4_1,6
sky130_fd_sc_hd__edfxtp_1,31
sky130_fd_sc_hd__nor3_1,14
sky130_fd_sc_hd__and2_1,111
sky130_fd_sc_hd__nor2b_1,12
-- cell usage in the layout (no fill, tap or decap), types with 10 or more instances in the layout --
cell type,netlist,routed
sky130_fd_sc_hd__xnor2_1,59,59
sky130_fd_sc_hd__dfrtp_1,172,172
sky130_fd_sc_hd__nand2_1,115,115
sky130_fd_sc_hd__o21ai_0,40,40
sky130_fd_sc_hd__fa_1,72,72
sky130_fd_sc_hd__xor2_1,55,55
sky130_fd_sc_hd__dlxtn_1,25,25
sky130_fd_sc_hd__edfxtp_1,31,31
sky130_fd_sc_hd__nand4_1,19,19
sky130_fd_sc_hd__a22oi_1,10,10
sky130_fd_sc_hd__nand3_1,45,45
sky130_fd_sc_hd__and2_1,111,111
sky130_fd_sc_hd__ha_1,86,86
sky130_fd_sc_hd__inv_1,120,120
sky130_fd_sc_hd__clkdlybuf4s50_1,0,28
sky130_fd_sc_hd__nor2b_1,12,12
sky130_fd_sc_hd__and3_1,24,24
sky130_fd_sc_hd__a21oi_1,54,54
sky130_fd_sc_hd__nor3_1,14,14
sky130_fd_sc_hd__mux2i_1,19,19
sky130_fd_sc_hd__mux2_2,13,13
sky130_fd_sc_hd__nor2_1,140,140
-- routing by layer --
metal	track usage, %	wire [um]
met1	19.4	13300
met2	18.3	11800
met3	1.89	1080
met4	1.14	270
met5	0	0
-- registers in the layout (all words and copies together), names as in the netlist, 6 cells and up, named ones only --
register	count
cuora.Count_DIV	26
number	24
texas.Count_DIV	24
platinum.Count_DIV	20
exusiai.Count_DIV	15
folinic	10
atoin1	8
atoin2	8
atoin3	8
atoin4	8
in1	8
in2	8
magallan.seg_nCS	6
-- final timing paths --
| kind | from | to | slack (ns) | cells past startpoint |
|---|---|---|---|---|
| setup / recovery | texas.Count_DIV[0] | texas.CLK_Out | 2.20 | 8 |
| min in group asynchronous | rst_n | texas.Count_DIV[7] | 0.53 | 1 |
| hold reg to reg | cuora.CLK_Out | cuora.CLK_Out | 0.47 | 1 |
| max in group asynchronous | rst_n | exusiai.Count_DIV[1] | 2.95 | 2 |
| setup reg to reg | texas.Count_DIV[0] | texas.CLK_Out | 2.20 | 8 |
| hold / removal | cuora.CLK_Out | cuora.CLK_Out | 0.47 | 1 |
-- logic make-up after synthesis --
family / share of synthesized area [%]
other: 0.0535
multiplexers: 2.56
latches: 2.67
AND/OR/NAND/NOR: 19.1
XOR/XNOR: 7.11
buffers and inverters: 4.80
adder cells (fa/ha/maj): 17.9
AND-OR/OR-AND: 7.76
flip-flops: 38.0
-- worst max-delay path, cell delays in order (launching register included) --
cell                      delay, ns
sky130_fd_sc_hd__dfrtp_1       0.40
sky130_fd_sc_hd__ha_1          0.24
sky130_fd_sc_hd__nand4_1       0.18
sky130_fd_sc_hd__a21oi_1       0.09
sky130_fd_sc_hd__o21ai_0       0.21
sky130_fd_sc_hd__nand3_1       0.12
sky130_fd_sc_hd__a311o_1       0.44
sky130_fd_sc_hd__buf_4         0.24
sky130_fd_sc_hd__xor2_1        0.15
-- layout make-up --
class | count | area (um2)
Sequential cell | 232 | 5720
Fill cell | 4528 | 30500
Multi-Input combinational cell | 1011 | 7670
Inverter | 121 | 454
Tap cell | 600 | 751
Clock inverter | 5 | 40.0
Clock buffer | 11 | 243
Timing Repair Buffer | 37 | 348
Power and IR drop assume default switching activity.
